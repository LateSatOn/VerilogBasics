==> flow/design.v <==
module testbench;
    wire [7:0] Result;         
    reg [7:0] opA, opB;        
    reg [3:0] opS;             
    top UUT(Result, opA, opB, opS); 
    initial begin
        opS = 4'd1;            
        opA = 8'd2;            
        opB = 8'd5;            
        #1;                    
        $display("%d", Result);  
    end
endmodule
module top(Result, opA, opB, opS);
    output [7:0] Result;
    input [7:0] opA, opB;
    input [3:0] opS;
    wire [7:0] w_nop, w_add, w_sub, w_and, w_or, w_xor, 
               w_invert, w_shift_left, w_shift_righ;
    NOP nop_inst(w_nop, opA,opB);
    ADD add_inst(w_add, opA, opB);               
    SUB sub_inst(w_sub, opA, opB);               
    AND and_inst(w_and, opA, opB);               
    OR or_inst(w_or, opA, opB);                  
    XOR xor_inst(w_xor, opA, opB);               
    INVERT invert_inst(w_invert, opA);           
    SHIFT_LEFT shift_left_inst(w_shift_left, opA);    
    SHIFT_RIGHT shift_right_inst(w_shift_righ, opA);  
    MUX mux_inst(Result, w_nop, w_add, w_sub, w_and, w_or, w_xor, 
                 w_invert, w_shift_left, w_shift_righ, opS);
endmodule
module MUX(result, nop_wire, add_out, sub_out, and_out, or_out, xor_out, invert_out, shift_left_out, shift_right_out, opS);
    output reg [7:0] result;
    input [7:0] nop_wire, add_out, sub_out, and_out, or_out, xor_out, invert_out, shift_left_out, shift_right_out;
    input [3:0] opS;
    always @(*) begin
        case (opS)
            4'd0: result = nop_wire;             
            4'd1: result = add_out;          
            4'd2: result = sub_out;          
            4'd3: result = and_out;          
            4'd4: result = or_out;           
            4'd5: result = xor_out;          
            4'd6: result = invert_out;       
            4'd7: result = shift_left_out;   
            4'd8: result = shift_right_out;  
            default: result = nop_wire;          
        endcase
    end
endmodule
module NOP(result, opA, opB);
    output [7:0] result;
    input [7:0] opA, opB;
    assign result = 8'd0;
endmodule
module ADD(result, opA, opB);
    output [7:0] result;
    input [7:0] opA, opB;
    assign result = opA + opB;  
endmodule
module SUB(result, opA, opB);
    output [7:0] result;
    input [7:0] opA, opB;
    assign result = opA - opB;  
endmodule
module AND(result, opA, opB);
    output [7:0] result;
    input [7:0] opA, opB;
    assign result = opA & opB;  
endmodule
module OR(result, opA, opB);
    output [7:0] result;
    input [7:0] opA, opB;
    assign result = opA | opB;  
endmodule
module XOR(result, opA, opB);
    output [7:0] result;
    input [7:0] opA, opB;
    assign result = opA ^ opB;  
endmodule
module INVERT(result, op);
    output [7:0] result;
    input [7:0] op;
    assign result = ~op;  
endmodule
module SHIFT_LEFT(result, op);
    output [7:0] result;
    input [7:0] op;
    assign result = op << 1;  
endmodule
module SHIFT_RIGHT(result, op);
    output [7:0] result;
    input [7:0] op;
    assign result = op >> 1;  
endmodule
==> flow/run.sh <==
#!/bin/bash
# OpenROAD 26Q1-2900-gdf79404cd8, Yosys 0.63+post, stock flow scripts
make -C /OpenROAD-flow-scripts/flow DESIGN_CONFIG=/design/flow/config.mk WORK_HOME=/design/flow/orfs finish
==> flow/config.mk <==
export PLATFORM = sky130hd
export DESIGN_NAME = top
export DESIGN_NICKNAME = top
export VERILOG_FILES = /design/flow/design.v
export SDC_FILE = /design/flow/constraint.sdc
export NUM_CORES = 4
export LEC_CHECK = 1
export CORE_AREA = 10 10 74 74
export DIE_AREA = 0 0 84 84
==> flow/constraint.sdc <==
current_design top

set clk_period 11.2
set clk_io_pct 0.2

create_clock -name clk0 -period $clk_period

set non_clock_inputs [all_inputs -no_clocks]
set_input_delay [expr $clk_period * $clk_io_pct] -clock clk0 $non_clock_inputs
set_output_delay [expr $clk_period * $clk_io_pct] -clock clk0 [all_outputs]
==> changes_impl.md <==
### Changed

* Run status: finished, final reports clean
* Synth top area cells: sky130_fd_sc_hd__ha_1, sky130_fd_sc_hd__inv_1, sky130_fd_sc_hd__xnor2_1, sky130_fd_sc_hd__mux4_2, sky130_fd_sc_hd__o21ai_0
* Max-Cap Viols at 0
* Hold buffer count at CTS at 0
* Vertical extent of the die at 84 um
* Critical path data arrival time at 5.85 ns
* Num rows at 23
* Global-route total usage across every layer at 0.0846
* Number of antenna violations at the first check in global routing at 0
* Hold/Removal Path Class: in -> out
* Flip-flops at 0
* Number of input and output port buffers inserted at 28
* Library cell with the largest summed area after synthesis: sky130_fd_sc_hd__ha_1
* Number of buffers added for setup after CTS at 0
* Count of instantiated cells in the yosys netlist at 157
* Top cells by instance count after synthesis: sky130_fd_sc_hd__inv_1, sky130_fd_sc_hd__ha_1, sky130_fd_sc_hd__o21ai_0
* Routed Antenna Nets at 0
* Syn Inst Count at 157
* Count of routing violations after the opening detailed-route iteration at 102
* Proportion of layout cells with a drive suffix above 1 at 0.0559
* Count of pins on the block boundary at 28
* Overall chip area at 7060 um^2
* Class of the most critical setup path: in -> out
* Cell area after layout at 1510 um^2
* Slew headroom at 0.555
* Detailed-route wire length at 3.20 mm
* Half-perimeter wire length after detailed placement at 2.67 mm
* CLK BUF at 0
* Sum Neg Setup Slack at 0 ns
* Cell area after placement at 1510 um^2
* Avg Cell Area, Syn at 7.63 um^2
* Transition time of the tightest slew-check pin at 0.665 ns
* Synth Warn # at 1
* Ratio of routed vias to standard cells at 5.15
* Min cycle time layout at 8.09 ns
* Core area at 3970 um^2
* Areal power density over the cells at 43.2 nW/um^2
* Area added between synthesis and finish at 25.9%
* Init Core Util at 0.302
* Drc violations at 0
* Part of the power in combinational logic at 1.000
* Total net switching power at 0.0310 mW
* Overflow left after global routing at 0
* Final routed wire length divided by cell count at 14.0 um
* Share of total power in the clock network at 0
* IR Drop Worst-Case VDD at 0.0153 mV
* Number of resized instances in the post-cts repair step at 0
* Sequential group share of total power at 0
* Chip Width at 84 um
* Slew Viols, Final at 0
* Vias in the first global route at 1094
* Antenna cell count at 0
* Element type at the critical path start: input pin
* First-pass GRT wire length at 5.26 mm
* Int Power at 0.0341 mW
* Count leader, synth: sky130_fd_sc_hd__inv_1
* Setup-violating endpoint count in the final report at 0
* Leakage dissipation at 0.657 nW
* RSZ-0062 raised after global routing: false
* Worst Path Required at 8.96 ns
* Post-synth cell types at 37
* Number of detailed-routing iterations run before antenna repair at 4
* Sw Share at 0.476
* Pin count of the biggest net entering global routing at 20
* Register Area at 0 um^2
* Endpoint type of the worst setup path: output port
* Sequential area share after synthesis at 0
* Maximum achievable frequency at 124 MHz
* Hold violation count in the final report at 0
* Final clock period utilization by the worst path at 0.722
* Critical path peak fanout at 19
* Area of the synthesized netlist per yosys stat at 1200 um^2
* Top area contributor share at 0.251
* Final weighted congestion in routability-driven placement at 0.857
* Via count of the routed design at 1180
* Post-synth design cell area at 1200 um^2
* Count of warning messages emitted by the tools at 41
[final timing paths]
| path | start | end | depth (start not counted) |
|---|---|---|---|
| worst min-delay path | opA[1] | Result[0] | 3 |
| worst max-delay path | opS[1] | Result[6] | 10 |
[cell type report]
class / count / area (um^2)
fill: 426 / 2460
inverter: 25 / 93.8
timing repair buffer: 29 / 288
tap: 50 / 62.6
multi-input combinational: 125 / 1060
[critical path: stages]
cell	delay (ns)
sky130_fd_sc_hd__clkdlybuf4s50_1	0.90
sky130_fd_sc_hd__nor4b_4	0.50
sky130_fd_sc_hd__mux2_2	0.41
sky130_fd_sc_hd__fa_1	0.42
sky130_fd_sc_hd__nand2b_1	0.18
sky130_fd_sc_hd__a21oi_1	0.24
sky130_fd_sc_hd__o21a_1	0.17
sky130_fd_sc_hd__nor3_1	0.05
sky130_fd_sc_hd__o31ai_1	0.22
sky130_fd_sc_hd__clkdlybuf4s50_1	0.50
[placed cells by master, fill, tap and decap left out, drive strengths merged, types with 5 or more instances in the layout]
cell	synthesis	layout
clkdlybuf4s50	0	28
inv	25	25
ha	24	24
o21ai	10	10
nand2	9	9
xnor2	9	9
nor2	7	7
a21oi	6	6
nand2b	6	6
a31oi	5	5
[stage by stage]
stage                      util  instances  hold slack (ns)  power (mW)  worst slack [ns]
after floorplan               -        157             4.54      0.0409              4.73
after global placement    0.380        229             5.63      0.0654              3.13
after detailed placement  0.380        229             5.62      0.0656              3.10
after CTS                 0.380        229             5.62      0.0659              3.10
after global routing      0.380        229             5.66      0.0727              2.88
final                     0.380        229             5.62      0.0651              3.11
[power by group through the flow]
stage / clock network (mW) / registers, mW / logic (mW)
finish: 0 / 0 / 0.0651
global route: 0 / 0 / 0.0727
CTS: 0 / 0 / 0.0659
[routing by layer]
metal	up-vias	share of wire	track usage
li1	604	-	-
met1	547	0.45	0.116
met2	29	0.49	0.144
met3	0	0.060	0.0138
met4	0	0	0
met5	-	0	0
[cells by family (layout without fill, tap and decap cells)]
kind of cell,Yosys count,count (layout),share of synthesized area
AND-OR/OR-AND,42,42,0.243
buffers and inverters,32,54,0.112
AND/OR/NAND/NOR,38,38,0.183
multiplexers,8,8,0.100
adder cells (fa/ha/maj),25,25,0.268
XOR/XNOR,12,12,0.0941
Power and IR drop assume default switching activity.
